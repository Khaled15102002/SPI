### flow/design.v
module RAM (din, rx_valid, clk, rst_n, dout, tx_valid);
parameter MEM_WIDTH = 8, MEM_DEPTH = 256, ADDR_SIZE = 8;
input [9:0]din;
input rx_valid, clk, rst_n;
output reg [7:0]dout;
output reg tx_valid;
reg [MEM_WIDTH-1:0] mem [MEM_DEPTH-1:0];
reg [ADDR_SIZE-1:0] addr;
integer i;
always @(posedge clk) begin
    if(~rst_n)begin
    dout<=0;
    tx_valid<=0;
    addr<=0;
    end
    else begin
        if(rx_valid)begin
        tx_valid<=0;
        case(din[9:8])
        0:addr<=din[7:0];
        1:mem[addr]<=din[7:0];
        2:addr<=din[7:0];
        3:begin dout<=mem[addr]; tx_valid<=1;end 
        default:tx_valid<=0;   
        endcase
        end
        end
    end
endmodule
module SPI (MISO, MOSI, SS_n, clk, rst_n, rx_data, rx_valid, tx_data, tx_valid);
parameter IDLE = 0, CHK_CMD = 1, WRITE = 2, READ_ADD = 3, READ_DATA = 4;
input [7:0] tx_data;
input SS_n, clk, rst_n, tx_valid, MOSI;
output reg [9:0] rx_data;
output reg rx_valid, MISO;
(* fsm_encoding = "one_hot" *)
reg [2:0] ns, cs;
reg check,in_MOSI;
reg [3:0]counter;
always @(*) begin
    case(cs)
    IDLE: 
    if(~SS_n)
    ns=CHK_CMD;
    else
    ns=IDLE;
    CHK_CMD: 
    if(SS_n==0 && in_MOSI==0)
    ns=WRITE;
    else if(SS_n==0 && in_MOSI==1 && check==0)
    ns=READ_ADD;
    else if(SS_n==0 && in_MOSI==1 && check==1)
    ns=READ_DATA;
    else 
    ns=IDLE;
    WRITE:
    if(SS_n)
    ns=IDLE;
    else
    ns=WRITE;
    READ_ADD:
    if(SS_n)
    ns=IDLE;
    else
    ns=READ_ADD;
    READ_DATA:
    if(SS_n)
    ns=IDLE;
    else
    ns=READ_DATA;
    default:ns=IDLE;
    endcase
end
always @(posedge clk) begin
    if(~rst_n)
    cs<=IDLE;
    else
    cs<=ns;
end
always @(*) begin
  if (~rst_n)
    in_MOSI<=0;
  else if (SS_n==0 && cs==CHK_CMD)
    in_MOSI<=MOSI;
end
always @(posedge clk)begin
    if(~rst_n) begin
        rx_data<=0;
        rx_valid<=0;
        MISO<=0;
        counter<=0;
        check<=0;
    end
    else if(SS_n==0 && cs==WRITE)begin
        if(counter==10)begin
        counter<=0;
    end
        else begin
        rx_data<={rx_data[8:0],MOSI};
        counter<=counter+1;
        if(counter==9)
         rx_valid<=1;
    end
    end
     else if(SS_n==0 && cs==READ_ADD)begin
        if(counter==10)begin
        counter<=0;
        check<=1;
    end
        else begin
        rx_data<={rx_data[8:0],MOSI};
        counter<=counter+1;
        if(counter==9)
         rx_valid<=1;
    end
    end
    else if(SS_n==0 && cs==READ_DATA && tx_valid==0)begin
        if(counter==10)begin
        counter<=0;
        check<=0;
    end
        else begin
        rx_data<={rx_data[8:0],MOSI};
        counter<=counter+1;
        if(counter==9)
         rx_valid<=1;
    end
    end
    else if(SS_n==0 && cs==READ_DATA && tx_valid==1)begin
        if(counter==8)begin
        counter<=0;
        check<=0;
    end
        else begin
        MISO<=tx_data[7-counter];
        counter<=counter+1;
    end
    end
    else if(cs==IDLE || cs==CHK_CMD)begin
    rx_valid<=0;
    end
end
endmodule
module SPI_With_SPR(MOSI,MISO,SS_n,clk,rst_n);
input MOSI,SS_n,clk,rst_n;
output MISO;
wire [9:0] rx_data;
wire [7:0] tx_data;
wire tx_valid,rx_valid;
RAM M(rx_data, rx_valid, clk, rst_n, tx_data, tx_valid);
SPI S(MISO, MOSI, SS_n, clk, rst_n, rx_data, rx_valid, tx_data, tx_valid);
endmodule
### flow/run.sh
#!/bin/bash
# OpenROAD 26Q1-2900-gdf79404cd8, Yosys 0.63+post, stock flow scripts
make -C /OpenROAD-flow-scripts/flow DESIGN_CONFIG=/design/flow/config.mk WORK_HOME=/design/flow/orfs finish
### flow/config.mk
export PLATFORM = sky130hd
export DESIGN_NAME = SPI_With_SPR
export DESIGN_NICKNAME = SPI_With_SPR
export VERILOG_FILES = /design/flow/design.v
export SDC_FILE = /design/flow/constraint.sdc
export NUM_CORES = 4
export LEC_CHECK = 1
export CORE_UTILIZATION = 30
### flow/constraint.sdc
current_design SPI_With_SPR

set clk_period 66.8
set clk_io_pct 0.2

create_clock -name clk0 -period $clk_period [get_ports {clk}]

set non_clock_inputs [all_inputs -no_clocks]
set_input_delay [expr $clk_period * $clk_io_pct] -clock clk0 $non_clock_inputs
set_output_delay [expr $clk_period * $clk_io_pct] -clock clk0 [all_outputs]
==> results.yml <==
# implementation run metrics
min_path:
  min_path_cells: 2
  worstHoldPathType: "flip-flop to flip-flop"
  min_to: "S.cs[0]$_DFF_P_"
  hp-start: "S.cs[0]$_DFF_P_"
final_timing:
  fin_tns_setup_ns: 0
  relSlewSlack_pct: 14.61
  post-route-min-period_ns: 16.42
  unclocked_pins: 1
  rsz0062_at_grt: "false"
  finalHoldViolations: 0
  period_used_pct: 24.58
  untimed_endpoints: 1
  slew_viol_final: 0
  fin_ws_ns: 50.38
  fmax_mhz: 60.90
  skew_ns: 0.03129
  setup_viol: 0
  tightest_slew_ns: 1.276
yosys:
  ys.warnings.count: 3
  yosysTopAreaCellShare_pct: 75.54
  async_flop_share_pct: 0
  syn_inst: 3905
  ys_cells: 3905
  ys_types: 63
  ff_type: "edfxtp_1"
  yosys.area.top_type: "edfxtp_1"
  synth_flops: 2088
  synth_dominant_cell_count: "edfxtp_1"
  syn_avg_cell_area_um2: 20.85
  netlist_area_um2: 81410
  ys_chip_area_um2: 81410
  edf_count: 2048
  common_cells: "edfxtp_1 (2048), mux4_2 (507), nor2_1 (278)"
  synth.area.top_cells: "edfxtp_1 (76%), mux4_2 (14%), mux2i_1 (2.3%), nor2_1 (1.3%), dfxtp_1 (0.96%)"
power:
  total_power_mw: 2.539
  peakVddDrop_mv: 0.02525
  seq_power_share_pct: 55.8
  combinationalPowerShare_pct: 0.1
  internal-power_mw: 2.055
  power.density_nw_per_um2: 27.48
  p_clk_share_pct: 44.1
  power.leakage_nw: 28.28
  p_switching_uw: 483.4
  switching_share_pct: 19.04
detailed_routing:
  vias_per_cell: 5.137
  final_antenna_net_count: 0
  post-route-drc-count: 0
  num_vias: 39770
  wl_per_cell_um: 28.35
  dr.pass1.iters: 7
  wirelength_um: 219500
  drt-initial-drc-count: 2964
global_routing:
  top_usage_layer: "met2"
  grtUsageTotal_pct: 17.54
  use_met3_pct: 16.33
  grt_pass1_wl_um: 317800
  met2_usage_pct: 25.49
  grt_pass1_vias: 45170
  grt-ovfl-total: 0
  grt_max_degree: 101
  use_met1_pct: 18.41
  antenna_found_initial: 4
clocking:
  clk_pin_slew_ns: 0.06
  postCtsSetupRepairBufs: 0
  cts-htree-levels: 4
  cts_made_buffers: 199
  cts_hold_buf: 0
  clockRootBuffer: "clkbuf_16"
  clock_path_buffers: 3
  clock_latency_ns: 0.84
  ctsResizeCount: 0
  cts_tree: "built"
run_status:
  status: "completed"
setup_path:
  r2r_cells: 9
  reg2reg_to: "M.dout[1]$_SDFFE_PN0P_"
  worstSetupStartpointType: "input pin"
  r2r-start: "M.addr[1]$_SDFFE_PN0P_"
  criticalPathCategory: "input pin to flip-flop"
  cp.required_ns: 67.24
  worstPathCellList: "clkdlybuf4s50_1, buf_4, and4b_1, buf_4, nand3_1, buf_4, nor2_1"
  critical_path.slowest_cell: "nand3_1"
  cp_max_fo: 41
  cpPeakStageDelay_ns: 0.75
  path_common_cell: "buf_4"
  crit_path_end_kind: "flip-flop"
  reg2reg_slack_ns: 62.28
  cp.arrival_ns: 16.86
placement:
  port_buffers: 4
  pre_cts_ws_ns: 49.63
  dp.final_hpwl_um: 135500
  place_congestion: 0.9269
  dpl-instance-area_um2: 85860
die:
  die_area_um2: 273500
  rows: 190
  dieHeight_um: 522.9
  fp_util_pct: 30.28
  coreArea_um2: 268900
  io_pins: 5
  die_x_um: 522.9
layout:
  design_area_um2: 92370
  syn_to_final_growth_pct: 13.46
  fin_util_pct: 34.36
  drive_gt1_share_pct: 23.32
job:
  tool_warnings: 35
  drv_cap: 0
## cell type report
| class | instances | area, um^2 |
|---|---|---|
| Inverter | 12 | 50.05 |
| Antenna cell | 5 | 12.51 |
| Fill cell | 24520 | 176500 |
| Clock buffer | 234 | 5260 |
| Timing Repair Buffer | 149 | 1229 |
| Clock inverter | 134 | 1242 |
| Tap cell | 3552 | 4444 |
| Sequential cell | 2088 | 62340 |
| Multi-Input combinational cell | 1568 | 17790 |
## sequential cells by signal, summed over array words and instances (netlist names)
register    flops
M.addr          8
S.counter       4
M.dout          8
S.in_MOSI       1
S.cs            5
S.check         1
S.rx_data      10
M.mem        2048
S.MISO          1
M.tx_valid      1
S.rx_valid      1
## logic make-up after synthesis
family          share of synthesized area (%)
flops                                   76.50
mux                                     16.40
simple gates                            3.349
buf+inv                                 1.663
compound gates                          2.010
fa+ha+maj                             0.06148
latches                               0.01844
## worst max path at each step
| stage | start | endpoint | slack [ns] | depth (start not counted) |
|---|---|---|---|---|
| after CTS | rst_n | M.mem[134][2]$_DFFE_PP_ | 50.51 | 7 |
| after global routing | rst_n | M.mem[54][4]$_DFFE_PP_ | 50.27 | 7 |
| final | rst_n | M.mem[134][2]$_DFFE_PP_ | 50.38 | 7 |
## through the flow
step	std cells	hold WS, ns
floorplan	3905	0.4421
global placement	7369	0.4890
detailed placement	7369	0.4894
CTS	7737	0.5061
global route	7739	0.5456
finish	7742	0.5041
## critical path, delay by kind of cell
kind,cells,cell delay [ns]
buffers and inverters,4,1.69
AND/OR/NAND/NOR,3,1.75
## layer usage
metal | part of all wire (%) | vias up
met4 | 2.7 | 20
li1 | - | 16420
met2 | 46 | 3127
met1 | 31 | 19850
met3 | 20 | 359
met5 | 0.30 | -
## cell usage in the layout, fill, tap and decap left out, types with 8 or more instances in the layout
master / instances
edfxtp_1: 2048
mux4_2: 507
nor2_1: 277
clkbuf_16: 206
mux2i_1: 185
nand2_1: 174
buf_4: 137
nand3_1: 54
clkinv_1: 50
a22oi_1: 41
clkinv_2: 39
a21oi_1: 34
o21ai_0: 33
nor3_1: 29
nor2b_1: 28
clkbuf_1: 28
dfxtp_1: 26
o22ai_1: 24
nand4_1: 20
a32oi_1: 20
bufinv_16: 20
a31oi_1: 17
dfxtp_4: 11
inv_1: 10
a211oi_1: 9
clkinvlp_4: 9
o211ai_1: 8
a32o_1: 8
buf_12: 8
## power by group through the flow
stage | Combinational [mW] | Sequential (mW) | Clock (mW)
finish | 0.00241 | 1.42 | 1.12
global route | 0.00266 | 1.41 | 1.19
CTS | 0.00246 | 1.42 | 1.14
Power and IR drop assume default switching activity.
